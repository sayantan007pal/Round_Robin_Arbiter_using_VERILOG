`flow/run.sh`:
```
#!/bin/bash
# OpenROAD 26Q1-2900-gdf79404cd8, Yosys 0.63+post, stock flow scripts
make -C /OpenROAD-flow-scripts/flow DESIGN_CONFIG=/design/flow/config.mk WORK_HOME=/design/flow/orfs finish
```
`flow/constraint.sdc`:
```
current_design arbiter

set clk_period 2.8
set clk_io_pct 0.2

create_clock -name clk0 -period $clk_period [get_ports {clk}]

set non_clock_inputs [all_inputs -no_clocks]
set_input_delay [expr $clk_period * $clk_io_pct] -clock clk0 $non_clock_inputs
set_output_delay [expr $clk_period * $clk_io_pct] -clock clk0 [all_outputs]
```
`flow/config.mk`:
```
export PLATFORM = sky130hd
export DESIGN_NAME = arbiter
export DESIGN_NICKNAME = arbiter
export VERILOG_FILES = /design/flow/design.v
export SDC_FILE = /design/flow/constraint.sdc
export NUM_CORES = 4
export LEC_CHECK = 1
export CORE_AREA = 10 10 70 70
export DIE_AREA = 0 0 80 80
```
`flow/design.v`:
```
`timescale 1ns / 1ps
module arbiter (
  clk,    
  rst,    
  req3,   
  req2,   
  req1,   
  req0,   
  gnt3,   
  gnt2,   
  gnt1,   
  gnt0   
);
input           clk;     
input           rst;     
input           req3;    
input           req2;   
input           req1;   
input           req0;   
output          gnt3;    
output          gnt2;   
output          gnt1;   
output          gnt0;   
wire    [1:0]   gnt       ;   
wire            comreq    ;    
wire            beg       ;    
wire   [1:0]    lgnt      ;   
wire            lcomreq   ;   
reg             lgnt0     ;   
reg             lgnt1     ;
reg             lgnt2     ;
reg             lgnt3     ;
reg             mask_enable   ;
reg             lmask0    ;
reg             lmask1    ;
reg             ledge    ;
always @ (posedge clk)
  if (rst)   
  begin
    lgnt0 <= 0;
    lgnt1 <= 0;
    lgnt2 <= 0;
    lgnt3 <= 0;
  end 
  else
    begin                                     
  lgnt0 <=(~lcomreq & ~lmask1 & ~lmask0 & ~req3 & ~req2 & ~req1 & req0)
        | (~lcomreq & ~lmask1 &  lmask0 & ~req3 & ~req2 &  req0)
        | (~lcomreq &  lmask1 & ~lmask0 & ~req3 &  req0)
        | (~lcomreq &  lmask1 &  lmask0 & req0  )
        | ( lcomreq & lgnt0 );
  lgnt1 <=(~lcomreq & ~lmask1 & ~lmask0 &  req1)
        | (~lcomreq & ~lmask1 &  lmask0 & ~req3 & ~req2 &  req1 & ~req0)
        | (~lcomreq &  lmask1 & ~lmask0 & ~req3 &  req1 & ~req0)
        | (~lcomreq &  lmask1 &  lmask0 &  req1 & ~req0)
        | ( lcomreq &  lgnt1);
  lgnt2 <=(~lcomreq & ~lmask1 & ~lmask0 &  req2  & ~req1)
        | (~lcomreq & ~lmask1 &  lmask0 &  req2)
        | (~lcomreq &  lmask1 & ~lmask0 & ~req3 &  req2  & ~req1 & ~req0)
        | (~lcomreq &  lmask1 &  lmask0 &  req2 & ~req1 & ~req0)
        | ( lcomreq &  lgnt2);
  lgnt3 <=(~lcomreq & ~lmask1 & ~lmask0 & req3  & ~req2 & ~req1)
        | (~lcomreq & ~lmask1 &  lmask0 & req3  & ~req2)
        | (~lcomreq &  lmask1 & ~lmask0 & req3)
        | (~lcomreq &  lmask1 &  lmask0 & req3  & ~req2 & ~req1 & ~req0)
        | ( lcomreq & lgnt3);
end 
  assign beg = (req3 | req2 | req1 | req0) & ~lcomreq;  
assign lcomreq = ( req3 & lgnt3 )
                | ( req2 & lgnt2 )
                | ( req1 & lgnt1 )
                | ( req0 & lgnt0 );
assign  lgnt =  {(lgnt3 | lgnt2),(lgnt3 | lgnt1)};
always @ (posedge clk )
if( rst ) 
  begin
    lmask1 <= 0;
    lmask0 <= 0;
  end 
 else if(mask_enable) 
    begin
      lmask1 <= lgnt[1];
      lmask0 <= lgnt[0];
    end 
 else 
    begin
      lmask1 <= lmask1;
      lmask0 <= lmask0;
    end 
assign comreq = lcomreq;
assign gnt    = lgnt;
assign gnt3   = lgnt3;
assign gnt2   = lgnt2;
assign gnt1   = lgnt1;
assign gnt0   = lgnt0;
endmodule
```
==> results.sh <==
# physical design summary
export IMPL_clock_latency_ns=0.23
export IMPL_die_w_um=80
export IMPL_worst_slew_pin_slew_ns=0.262
export IMPL_synthTopCellsByCount="dfxtp_1 (4), a22o_1 (2), mux2i_1 (2), nand2b_1 (2), o21ai_0 (2)"
export IMPL_detail_route_wirelength_um=621
export IMPL_finalSetupViolCount=0
export IMPL_grt_max_degree=7
export IMPL_drive_above_1_share_pct=9.09
export IMPL_num_antenna_cells=0
export IMPL_hold_start="lgnt0$_SDFF_PP0_"
export IMPL_r2r_slack_ns=1.55
export IMPL_fmax_mhz=585
export IMPL_edf_count=0
export IMPL_initial_core_util_pct=5.68
export IMPL_dr_pass1_iters=1
export IMPL_warning_count=25
export IMPL_final_fill_count=406
export IMPL_cts_buffers_inserted=3
export IMPL_gr_total_overflow=0
export IMPL_hold_class="flip-flop to flip-flop"
export IMPL_status="completed"
export IMPL_post_cts_resized=0
export IMPL_antenna_found_initial=0
export IMPL_r2r_end="lgnt2$_SDFF_PP0_"
export IMPL_drt_iter0_drc=0
export IMPL_path_class="input pin to flip-flop"
export IMPL_die_area_um2=6400
export IMPL_dieHeight_um=80
export IMPL_place_area_um2=342
export IMPL_synthCells=21
export IMPL_postCtsHoldBufs=0
export IMPL_ant_nets=0
export IMPL_finalCritPeriodShare_pct=61.1
export IMPL_core_area_um2=3420
export IMPL_maxCapViolCount=0
export IMPL_drv_slew=0
export IMPL_ios=10
export IMPL_cp_end_kind="flip-flop"
export IMPL_synthArstFlopShare_pct=0
export IMPL_gr_usage_all_layers_pct=1.92
export IMPL_cp_max_fo=4
export IMPL_hold_violations=0
export IMPL_vias=204
export IMPL_port_buffers=9
export IMPL_yosys_warnings=2
export IMPL_most_common_cell="dfxtp_1"
export IMPL_dr_wl_met3_um=2
export IMPL_drt_vias_per_instance=2.58
export IMPL_flop_area_um2=80.1
export IMPL_top_layer="met4"
export IMPL_cts_root_buf="clkbuf_4"
export IMPL_cts_path_max_buffers=2
export IMPL_timing_setup_tns_ns=0
export IMPL_crit_required_ns=2.96
export IMPL_ir_drop_uv=46.6
export IMPL_critical_path_slowest_cell="or4_1"
export IMPL_grt_pass1_vias=213
export IMPL_wl_met2_um=414
export IMPL_slew_headroom_pct=82.5
export IMPL_synth_top_area_share_pct=41.3
export IMPL_synthTopCellsByArea="dfxtp_1 (41%), mux2i_1 (10%), a22o_1 (9.0%)"
export IMPL_clock_sinks=4
export IMPL_cpPeakStageDelay_ns=0.47
export IMPL_power_density_nw_per_um2=434
export IMPL_syn_avg_cell_area_um2=9.24
export IMPL_yosys_stat_area_um2=194
export IMPL_critical_path_top_delay_family="simple AND/OR/NAND/NOR gates"
export IMPL_ys_cells=21
export IMPL_rr_worst_depth=3
export IMPL_min_path_cells=2
export IMPL_yosysUniqueCellTypes=14
export IMPL_cp_num_buf_inv=1
export IMPL_rows=21
export IMPL_clock_skew_ns=0.00115
export IMPL_synth_area_um2=194
export IMPL_rsz0062_at_grt="false"
export IMPL_syn2layout_area_growth_pct=87.7
export IMPL_routedWlPerCell_um=7.86
export IMPL_final_comb_area_um2=110
export IMPL_crit_chain="clkdlybuf4s50_1, a22o_1, or4_1, a21oi_1"
export IMPL_met1Wirelength_um=177
export IMPL_postSynthSeqShare_pct=41.3
export IMPL_leakage_nw=0.125
export IMPL_yosysTopAreaCell="dfxtp_1"
export IMPL_start_kind="input pin"
export IMPL_cp_arrival_ns=1.87
export IMPL_power_uw=158
export IMPL_path_clk_slew_ns=0.04
export IMPL_htree_levels=1
export IMPL_cts_tree="done"
export IMPL_place_gp_congestion=0.793
export IMPL_period_needed_ns=1.71
export IMPL_flop_cell="dfxtp_1"
export IMPL_worst_hold_path_endpoint="lgnt0$_SDFF_PP0_"
export IMPL_grt_pass1_wl_mm=1.01
export IMPL_post_cts_setup_buffers=0
export IMPL_fin_hold_ws_ns=0.494
export IMPL_drc=0
export IMPL_ys_ff=4
export IMPL_r2r_start="lgnt3$_SDFF_PP0_"
export IMPL_design_area_um2=364
-- cell usage in the layout, fill, tap and decap left out, drive strengths merged --
master,instances
a21oi,1
a22o,2
clkbuf,3
clkdlybuf4s50,9
dfxtp,4
inv,1
mux2i,2
nand2,1
nand2b,2
nand3b,1
nor2,1
nor3,1
o21ai,2
or2b,1
or4,1
or4b,1
-- kinds of logic after synthesis --
group	share of synthesized area [%]
compound gates	16.8
buf+inv	1.93
flops	41.3
mux	10.3
simple gates	29.7
-- routing by layer --
layer / vias up / global-route usage, %
met4: 0 / 1.41
met5: - / 0
li1: 103 / -
met2: 2 / 4.09
met1: 97 / 1.60
met3: 2 / 0
-- worst max path at each step --
stage | end | cells after the start | start
6_report | lgnt2$_SDFF_PP0_ | 4 | req3
4_1_cts | lgnt2$_SDFF_PP0_ | 4 | req3
5_1_grt | flip-flop | 4 | req1
-- layout make-up --
cell class                 instances  area share (%)
clock buffer                       3            6.19
inverter                           1            1.03
multi-input combinational         16            30.2
sequential                         4            22.0
tap                               46            15.8
timing repair buffer               9            24.7
-- power by group --
part           internal [mW]  leakage (nW)  switching [mW]
Combinational         0.0161        0.0786         0.00847
Clock                 0.0479        0.0138          0.0231
Sequential            0.0601        0.0327         0.00216
-- tightest hold or removal path, stage by stage, from the launching register on --
cell and delay [ns]:
dfxtp_1 0.31, nand2b_1 0.07, mux2i_1 0.06
-- metrics by stage --
stage	utilization (%)	setup WS (ns)	std cells
2_1_floorplan	-	1.37	21
3_3_place_gp	10.0	0.873	76
3_5_place_dp	10.0	0.838	76
4_1_cts	10.7	1.09	79
5_1_grt	10.7	1.03	79
6_report	10.7	1.09	79
Power figures rest on the tool's default switching activity, not on a simulated workload.
